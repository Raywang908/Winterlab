<file path="design.v">
module baud_rate_generator (
  input wire clk,                   
  input wire rst_n,                 
  output reg baud_rate_signal       
);
  parameter BAUD_RATE_NUMBER = 20;  
  reg baud_rate_next;               
  reg [13:0] counter;               
  reg [13:0] next_counter;          
  always @(posedge clk or negedge rst_n) begin
    if (!rst_n) begin
      counter <= BAUD_RATE_NUMBER - 1;  
      baud_rate_signal <= 1'b0;         
    end else begin
      counter <= next_counter;          
      baud_rate_signal <= baud_rate_next;  
    end
  end
  always @(*) begin
    if (counter == 1) begin
      baud_rate_next = 1'b0;                
      next_counter = counter - 1;           
    end else if (counter == 0) begin
      baud_rate_next = 1'b1;                
      next_counter = BAUD_RATE_NUMBER - 1;  
    end else begin
      baud_rate_next = 1'b0;                
      next_counter = counter - 1;           
    end
  end
endmodule
</file>
<file path="run.sh">
#!/bin/bash
# OpenROAD 26Q1-2900-gdf79404cd8, Yosys 0.63+post, stock flow scripts
make -C /OpenROAD-flow-scripts/flow DESIGN_CONFIG=/design/flow/config.mk WORK_HOME=/design/flow/orfs finish
</file>
<file path="config.mk">
export PLATFORM = sky130hd
export DESIGN_NAME = baud_rate_generator
export DESIGN_NICKNAME = baud_rate_generator
export VERILOG_FILES = /design/flow/design.v
export SDC_FILE = /design/flow/constraint.sdc
export NUM_CORES = 4
export LEC_CHECK = 1
export CORE_AREA = 10 10 78 78
export DIE_AREA = 0 0 88 88
</file>
<file path="constraint.sdc">
current_design baud_rate_generator

set clk_period 6.6
set clk_io_pct 0.2

create_clock -name clk0 -period $clk_period [get_ports {clk}]

set non_clock_inputs [all_inputs -no_clocks]
set_input_delay [expr $clk_period * $clk_io_pct] -clock clk0 $non_clock_inputs
set_output_delay [expr $clk_period * $clk_io_pct] -clock clk0 [all_outputs]
</file>
==> report_table.html <==
<h3>Flow metrics</h3>
<table>
<tr><th>Metric</th><th>Value</th></tr>
<tr><th colspan="2">Hold path</th></tr>
<tr><td>Hold path startpoint</td><td>counter[0]$_DFF_PN1_</td></tr>
<tr><td>Worst Hold Depth</td><td>1</td></tr>
<tr><td>Hold worst-path end</td><td>counter[0]$_DFF_PN1_</td></tr>
<tr><td>Min-delay worst type</td><td>reg2reg</td></tr>
<tr><th colspan="2">Setup path</th></tr>
<tr><td>Signal arrival time at the worst endpoint</td><td>1.02 ns</td></tr>
<tr><td>Maximum single-stage delay on the critical path</td><td>0.46 ns</td></tr>
<tr><td>Crit path required time</td><td>5.28 ns</td></tr>
<tr><td>Flop2flop setup slack</td><td>4.57 ns</td></tr>
<tr><td>Reg2reg end</td><td>counter[0]$_DFF_PN1_</td></tr>
<tr><td>Path type of the worst setup path</td><td>reg2out</td></tr>
<tr><td>Worst path bufs/invs</td><td>1</td></tr>
<tr><td>Cell breakdown of the critical path</td><td>clkdlybuf4s50_1</td></tr>
<tr><td>CP Max Fanout</td><td>1</td></tr>
<tr><td>Sort of element at the end of the critical path</td><td>primary output</td></tr>
<tr><td>RR Startpoint</td><td>counter[1]$_DFF_PN1_</td></tr>
<tr><td>Number of cell instances on the worst register-to-register path</td><td>5</td></tr>
<tr><td>Critical path launch point type</td><td>flip-flop</td></tr>
<tr><td>Standard cell with the maximum stage delay on the critical path</td><td>clkdlybuf4s50_1</td></tr>
<tr><td>Largest delay contributor family on the critical path</td><td>buffers and inverters</td></tr>
<tr><th colspan="2">Layout</th></tr>
<tr><td>Non-filler cells in the finished layout</td><td>125</td></tr>
<tr><td>Fill cell count</td><td>455</td></tr>
<tr><td>Fraction of layout instances using a drive strength above 1</td><td>0.205</td></tr>
<tr><td>Layout-stage area growth over the synthesis result</td><td>14.2%</td></tr>
<tr><th colspan="2">Global routing</th></tr>
<tr><td>Initial antenna violation count</td><td>0</td></tr>
<tr><td>Overall overflow remaining after global route</td><td>0</td></tr>
<tr><td>Wire length of the first global-routing pass</td><td>2.51 mm</td></tr>
<tr><td>Global routing usage on met2</td><td>0.0615</td></tr>
<tr><td>Highest-utilization routing layer at the global route stage</td><td>met2</td></tr>
<tr><td>Overall Global Routing Usage</td><td>0.0388</td></tr>
<tr><td>Maximum number of pins on one net before global-route repair</td><td>16</td></tr>
<tr><td>GR Util met3</td><td>0.0131</td></tr>
<tr><td>Via count of the first global-routing pass</td><td>566</td></tr>
<tr><td>Met1 usage</td><td>0.0534</td></tr>
<tr><th colspan="2">Clock tree</th></tr>
<tr><td>CTS resizes</td><td>0</td></tr>
<tr><td>H-Tree Depth</td><td>1</td></tr>
<tr><td>TritonCTS clock tree</td><td>done</td></tr>
<tr><td>Hold buffers post-CTS</td><td>0</td></tr>
<tr><td>Clock latency of the later-clocked register in the worst-skew pair</td><td>0.24 ns</td></tr>
<tr><td>Clk sink count</td><td>15</td></tr>
<tr><td>Total clock buffers created by CTS</td><td>3</td></tr>
<tr><td>Clock transition time at the flip-flop clock pins of the worst setup and hold paths</td><td>0.06 ns</td></tr>
<tr><td>Post-CTS setup-driven buffer insertion count</td><td>0</td></tr>
<tr><td>Buffer levels on the longest clock path</td><td>2</td></tr>
<tr><td>Root buffer cell</td><td>clkbuf_8</td></tr>
<tr><th colspan="2">Timing</th></tr>
<tr><td>Setup repair after global routing missed its margin</td><td>no</td></tr>
<tr><td>Post-layout minimum cycle time</td><td>2.34 ns</td></tr>
<tr><td>Final max-slew violation count</td><td>0</td></tr>
<tr><td>Final total negative setup slack</td><td>0 ns</td></tr>
<tr><td>Post-layout period usage of the worst path</td><td>0.355</td></tr>
<tr><td>Final-report setup violation count</td><td>0</td></tr>
<tr><td>Worst slew margin relative to its limit</td><td>0.558</td></tr>
<tr><td>Maximum frequency from static timing analysis</td><td>0.427 GHz</td></tr>
<tr><td>Final hold slack</td><td>0.489 ns</td></tr>
<tr><td>Final Hold Violating Endpoints</td><td>0</td></tr>
<tr><td>Worst Max-Slew Pin Slew</td><td>0.661 ns</td></tr>
<tr><td>Clk_skew</td><td>0.00401 ns</td></tr>
<tr><th colspan="2">Placed design</th></tr>
<tr><td>Total instance count after detailed placement</td><td>121</td></tr>
<tr><td>Port buffer count</td><td>2</td></tr>
<tr><td>Gp weighted congestion</td><td>0.781</td></tr>
<tr><td>Final HPWL DP</td><td>946 um</td></tr>
<tr><th colspan="2">Synth</th></tr>
<tr><td>Yosys warning total</td><td>1</td></tr>
<tr><td>Most common cell in the netlist</td><td>dfrtp_1</td></tr>
<tr><td>Sequential fraction of the synthesis area</td><td>0.482</td></tr>
<tr><td>Yosys-reported design area after synthesis</td><td>786 sq um</td></tr>
<tr><td>Post-synth tally of flip-flops with integrated enable</td><td>0</td></tr>
<tr><td>Combined area of all synthesized cells</td><td>786 sq um</td></tr>
<tr><td>Netlist cell types</td><td>30</td></tr>
<tr><td>Leading area contributor after synthesis</td><td>dfrtp_1</td></tr>
<tr><td>Top cells by count, synth</td><td>12 x dfrtp_1, 5 x o31ai_1, 5 x o41ai_1</td></tr>
<tr><td>Count of instantiated cells in the yosys netlist</td><td>70</td></tr>
<tr><td>Dominant synthesized flop cell</td><td>dfrtp_1</td></tr>
<tr><td>Number of register bits inferred by synthesis</td><td>15</td></tr>
<tr><td>Yosys top cell area share</td><td>0.382</td></tr>
<tr><td>Syn Area/Cell</td><td>11.2 sq um</td></tr>
<tr><td>Cells after synthesis</td><td>70</td></tr>
<tr><td>Post-synthesis async set-or-reset flop share</td><td>1.00</td></tr>
<tr><td>Top area cells in the synthesized netlist</td><td>dfrtp_1 38%, dfstp_2 10%, o41ai_1 5.6%, ha_1 4.8%, o31ai_1 4.8%</td></tr>
<tr><th colspan="2">Drt</th></tr>
<tr><td>Number of remaining DRC errors</td><td>0</td></tr>
<tr><td>Routed length per instance</td><td>10.4 um</td></tr>
<tr><td>Number of iterations in the first detailed-routing pass</td><td>4</td></tr>
<tr><td>Avg Vias per Cell</td><td>4.37</td></tr>
<tr><td>Vias</td><td>546</td></tr>
<tr><td>Number of violations reported at the end of detailed-routing iteration 0</td><td>17</td></tr>
<tr><td>DRT Wirelength</td><td>1.30 mm</td></tr>
<tr><td>Post-route antenna net violation count</td><td>0</td></tr>
<tr><td>Antenna diode count</td><td>0</td></tr>
<tr><th colspan="2">Flow run</th></tr>
<tr><td>Log Warnings</td><td>27</td></tr>
<tr><td>Max-cap violations</td><td>0</td></tr>
<tr><th colspan="2">Floorplan</th></tr>
<tr><td>Initial core utilization</td><td>0.178</td></tr>
<tr><td>Placeable Area</td><td>0.00441 sq mm</td></tr>
<tr><td>Number of placement rows</td><td>24</td></tr>
<tr><td>Vertical die dimension</td><td>88 um</td></tr>
<tr><td>Die X-Extent</td><td>88 um</td></tr>
<tr><td>I/O pin total</td><td>3</td></tr>
<tr><td>Die Area</td><td>0.00774 sq mm</td></tr>
<tr><th colspan="2">Status</th></tr>
<tr><td>Outcome</td><td>completed</td></tr>
<tr><th colspan="2">Pwr</th></tr>
<tr><td>Overall power</td><td>0.165 mW</td></tr>
<tr><td>IR drop worst, VDD</td><td>0.159 mV</td></tr>
<tr><td>PwrDens</td><td>184 mW/mm^2</td></tr>
<tr><td>Reported leakage power</td><td>0.347 nW</td></tr>
</table>
-- through the flow --
step | util | cell area (sq um) | worst slack, ns
6_report | 0.203 | 897 | 4.26
2_1_floorplan | - | 786 | 4.71
3_3_place_gp | 0.193 | 851 | 4.43
4_1_cts | 0.203 | 897 | 4.24
5_1_grt | 0.203 | 897 | 4.21
3_5_place_dp | 0.193 | 851 | 4.39
-- sequential cells by signal, indices dropped and copies added (netlist names) --
name,count
baud_rate_signal,1
counter,14
-- layout by cell type, fill, tap and decap left out, drive strengths merged --
cell type / count
clkinv: 1
a211oi: 1
a21oi: 4
mux2: 1
o21bai: 2
dfstp: 3
nor3b: 1
nor4: 2
nand2b: 2
nor3: 2
or3b: 1
or2: 1
xnor2: 2
ha: 3
inv: 4
o31ai: 5
dfrtp: 12
o21ai: 4
nor2: 3
or4b: 1
or4: 4
or3: 3
clkdlybuf4s50: 2
o41ai: 5
clkbuf: 3
and3: 1
-- logic make-up after synthesis --
group                      after synthesis  share of synthesized area
DFF                                     15                      0.482
AOI/OAI and AO/OA                       21                      0.183
buffers and inverters                    7                     0.0446
and+or+nand+nor                         21                      0.205
adders and majority gates                3                     0.0478
muxes                                    1                     0.0143
xor gates and xnor gates                 2                     0.0223
-- per-layer routing --
| metal | wire, um | part of all wire | vias to the layer above |
|---|---|---|---|
| met3 | 58 | 0.045 | 0 |
| met1 | 702 | 0.54 | 261 |
| li1 | - | - | 276 |
| met4 | 0 | 0 | 0 |
| met5 | 0 | 0 | - |
| met2 | 537 | 0.41 | 9 |
-- worst max-delay path by stage --
stage                 depth (start not counted)          endpoint                  startpoint  slack, ns
after global routing                          1  baud_rate_signal  baud_rate_signal$_DFF_PN0_       4.21
final                                         1  baud_rate_signal  baud_rate_signal$_DFF_PN0_       4.26
after CTS                                     1  baud_rate_signal  baud_rate_signal$_DFF_PN0_       4.24
-- layout make-up --
type                    count  area, sq um  area share
flip-flops and latches     15          379       0.423
multi-input cells          48          372       0.414
well taps                  52         65.1      0.0725
clock buffers               3         41.3      0.0460
repair buffers              2         20.0      0.0223
inverters                   4         15.0      0.0167
clock inverters             1         5.00     0.00558
-- power breakdown --
part,switching (mW),leakage (nW),total [mW],internal [mW]
clock,0.0295,0.0255,0.0712,0.0417
combinational,0.00169,0.131,0.00221,0.000518
sequential,0,0.190,0.0921,0.0921
total,0.0312,0.347,0.165,0.134
Power figures rest on the tool's default switching activity, not on a simulated workload.
