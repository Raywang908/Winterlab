===== design/flow/config.mk =====
export PLATFORM = sky130hd
export DESIGN_NAME = baud_rate_generator_R
export DESIGN_NICKNAME = baud_rate_generator_R
export VERILOG_FILES = /design/flow/design.v
export SDC_FILE = /design/flow/constraint.sdc
export NUM_CORES = 4
export LEC_CHECK = 1
export CORE_AREA = 10 10 87 87
export DIE_AREA = 0 0 97 97

===== design/flow/constraint.sdc =====
current_design baud_rate_generator_R

set clk_period 3.3
set clk_io_pct 0.2

create_clock -name clk0 -period $clk_period [get_ports {clk}]

set non_clock_inputs [all_inputs -no_clocks]
set_input_delay [expr $clk_period * $clk_io_pct] -clock clk0 $non_clock_inputs
set_output_delay [expr $clk_period * $clk_io_pct] -clock clk0 [all_outputs]

===== design/flow/design.v =====
module baud_rate_generator_R (
  input wire clk,                   
  input wire rst_n,                 
  output reg baud_rate_signal       
);
  parameter BAUD_RATE_NUMBER = 2000;  
  reg baud_rate_next;               
  reg [13:0] counter;               
  reg [13:0] next_counter;          
  always @(posedge clk or negedge rst_n) begin
    if (!rst_n) begin
      counter <= BAUD_RATE_NUMBER - 1;  
      baud_rate_signal <= 1'b0;         
    end else begin
      counter <= next_counter;          
      baud_rate_signal <= baud_rate_next;  
    end
  end
  always @(*) begin
    if (counter == 1) begin
      baud_rate_next = 1'b0;                
      next_counter = counter - 1;           
    end else if (counter == 0) begin
      baud_rate_next = 1'b1;                
      next_counter = BAUD_RATE_NUMBER - 1;  
    end else begin
      baud_rate_next = 1'b0;                
      next_counter = counter - 1;           
    end
  end
endmodule

===== design/flow/run.sh =====
#!/bin/bash
# OpenROAD 26Q1-2900-gdf79404cd8, Yosys 0.63+post, stock flow scripts
make -C /OpenROAD-flow-scripts/flow DESIGN_CONFIG=/design/flow/config.mk WORK_HOME=/design/flow/orfs finish

==> run_results.csv <==
group,metric,value,unit
run_status,outcome,"complete, no violations",
floorplan,coreArea,5642,um2
placement,gp_congestion,0.8427,
drt,wl,1265,um
power,p_clk_frac,0.435,
global_route,grtUsageTotal,0.02654,
timing,maxSlewViolCount,0,
synth,yosys_most_used_dff,"dfstp_2",
power,combPwrFrac,0.013,
setup_path,rrSetupSlack,1260,ps
placement,postPlaceCellArea,872.1,um2
power,switching_power,0.06514,mW
clock_tree,cts_buffers,3,
global_route,overflow,0,
setup_path,rr_worst_depth,5,
synth,synthArstFlopShare,1.000,
drt,vias,514,
timing,hold_viol,0,
timing,slew_headroom,0.5765,
timing,worstMarginPinSlew,633.3,ps
worst_hold_path,hold_path_class,"reg2reg",
clock_tree,cts.sinks,15,
synth,ys.flops,15,
drt,antenna_left,0,
setup_path,critical_path.cell_chain,"inv_1 > ha_1 > or4b_2 > nor3_2 > mux2_2",
timing,fmax,491.2,MHz
floorplan,dieWidth,97,um
synth,syn_inst,76,
drt,dr.pass1.iters,4,
clock_tree,cts_tree,"built",
clock_tree,cts_hold_repair.buffers,0,
setup_path,path_max_fanout,5,
timing,fin_crit_sh,0.6169,
synth,ys_seq_frac,0.5074,
setup_path,worst-setup-path-type,"reg2reg",
setup_path,cp.arrival,2170,ps
floorplan,die_y,97,um
setup_path,r2r_end,"counter[12]",
setup_path,cp-endpoint,"counter[12]",
clock_tree,ctsResizeCount,0,
layout,comb_area,349.1,um2
layout,final_cell_mix,"nand2_1, dfstp_2, nor3_1",
clock_tree,cts_post_setup_buffers_inserted,0,
drt,vias_per_cell,3.338,
synth,yosys-stat-area,762.0,um2
power,leakage,0.3697,nW
drt,drt_iter0_drc,16,
global_route,grt_pass1_vias,532,
floorplan,io_pins,3,
synth,yosysCellCount,76,
drt,diodes,0,
layout,finalInstanceArea,918.4,um2
flow_run,tool_warnings,27,
power,power.density,363.8,nW/um2
layout,final_common_cell,"nand2_1",
setup_path,cp.required,3430,ps
layout,syn_to_final_growth,20.53,%
placement,hpwl,943.7,um
worst_hold_path,holdCritStartpoint,"counter[0]",
global_route,antenna_found_initial,0,
setup_path,cp-end-kind,"flop",
synth,syn-cell-area,762.0,um2
synth,yosys_warnings,1,
layout,n_fill_cell,627,
synth,syn_area_per_cell,10.03,um2
flow_run,drv_cap,0,
setup_path,worst_setup_path_start_kind,"flop",
clock_tree,cts_root_buf,"clkbuf_8",
synth,synth_cell_types,26,
floorplan,fp_util,0.1351,
layout,drive_gt1_frac,0.2561,
clock_tree,clock_path_buffers,2,
clock_tree,insertion_delay,240,ps
synth,edf_count,0,
power,swShare,0.1950,
power,peakVddDrop,0.2063,mV
clock_tree,cts-htree-levels,1,
drt,avgRoutedWirePerCell,8.214,um
timing,worst_clock_skew,0.9689,ps
layout,final_cells,154,
floorplan,chipArea,9409,um2
setup_path,critPathSlowestCell,"or4b_2",
layout,regArea,386.6,um2
setup_path,reg2reg_from,"counter[1]",
setup_path,startpoint,"counter[1]",
placement,place_inst,150,
setup_path,slowest_delay,690,ps
global_route,grt_pass1_wl,2256,um
clock_tree,clk_pin_slew_worst_paths,60,ps
power,power.internal,0.2690,mW
floorplan,row_count,27,
power,p_seq_frac,0.552,
timing,rsz0062_at_grt,"no",
placement,port_buffers,2,
drt,drc,0,
timing,setup_tns,0,ps
timing,post-route-min-period,2036,ps
timing,setup_viol,0,
global_route,grt_max_degree,16,
[metal layers]
layer / wire [um] / GRT usage / part of all wire / vias to the layer above
met5: 0 / 0 / 0 / -
li1: - / - / - / 269
met2: 581 / 0.04192 / 0.46 / 1
met4: 14 / 0.006764 / 0.011 / 0
met1: 642 / 0.03571 / 0.51 / 242
met3: 25 / 0.005731 / 0.020 / 2
[per-stage QoR]
step                      utilization  hold WS, ps  power [mW]  worst slack (ps)
final                          0.1628        483.1      0.3341              1264
after global routing           0.1628        509.8      0.3517              1162
after CTS                      0.1628        488.7      0.3401              1265
after detailed placement       0.1546        472.3      0.1921              1275
after global placement         0.1546        482.1      0.1922              1279
after floorplan                     -        364.4      0.1875              1381
[power groups by stage]
stage         combinational (mW)  clock (mW)  sequential [mW]
CTS                      0.00472       0.151            0.184
finish                   0.00428       0.145            0.185
global route             0.00506       0.162            0.184
[logic make-up after synthesis]
| logic type | after synthesis | share of synthesized area |
|---|---|---|
| adder cells (fa/ha/maj) | 3 | 0.04927 |
| AND-OR/OR-AND | 5 | 0.03777 |
| multiplexers | 3 | 0.04269 |
| flip-flops | 15 | 0.5074 |
| AND/OR/NAND/NOR | 37 | 0.2595 |
| buffers and inverters | 7 | 0.03448 |
| XOR/XNOR | 6 | 0.06896 |
[how the worst min path moves through the flow]
stage            end  slack [ps]  cells past startpoint
4_1_cts   counter[0]         490                      1
5_1_grt   counter[0]         510                      1
6_report  counter[0]         480                      1
[critical path, delay by kind of cell (launching register included)]
kind	cells	cell delay, ps
buffers and inverters	1	110
AND/OR/NAND/NOR	2	840
multiplexers	1	340
flip-flops	1	380
adder cells (fa/ha/maj)	1	240
[Yosys cell counts (2+ instances only)]
master / n / share of area
mux2_2: 2 / 0.030
dfstp_2: 9 / 0.31
ha_1: 3 / 0.049
a21oi_1: 3 / 0.020
nand2_1: 10 / 0.049
inv_1: 6 / 0.030
dfrtp_1: 6 / 0.20
xnor2_1: 5 / 0.057
nor2_1: 6 / 0.030
nor4_1: 4 / 0.033
nor3_1: 7 / 0.046
[final cells by class]
type / instances / area share
multi-input combinational: 54 / 0.3801
clock buffer: 3 / 0.04496
sequential: 15 / 0.4210
timing repair buffer: 2 / 0.02180
clock inverter: 1 / 0.005450
inverter: 7 / 0.02861
tap: 72 / 0.09809
[flip-flops by register name (all words and copies together) (netlist names)]
| signal | count |
|---|---|
| counter | 14 |
| baud_rate_signal | 1 |
Power figures rest on the tool's default switching activity, not on a simulated workload.
