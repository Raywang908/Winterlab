--- design/flow/run.sh ---
#!/bin/bash
# OpenROAD 26Q1-2900-gdf79404cd8, Yosys 0.63+post, stock flow scripts
make -C /OpenROAD-flow-scripts/flow DESIGN_CONFIG=/design/flow/config.mk WORK_HOME=/design/flow/orfs finish
--- design/flow/config.mk ---
export PLATFORM = sky130hd
export DESIGN_NAME = binary2bcd_double_dabble
export DESIGN_NICKNAME = binary2bcd_double_dabble
export VERILOG_FILES = /design/flow/design.v
export SDC_FILE = /design/flow/constraint.sdc
export NUM_CORES = 4
export LEC_CHECK = 1
export CORE_AREA = 10 10 70 70
export DIE_AREA = 0 0 80 80
--- design/flow/constraint.sdc ---
current_design binary2bcd_double_dabble

set clk_period 8.7
set clk_io_pct 0.2

create_clock -name clk0 -period $clk_period

set non_clock_inputs [all_inputs -no_clocks]
set_input_delay [expr $clk_period * $clk_io_pct] -clock clk0 $non_clock_inputs
set_output_delay [expr $clk_period * $clk_io_pct] -clock clk0 [all_outputs]
--- design/flow/design.v ---
module binary2bcd_double_dabble (
  input wire [7:0] binary_in,    
  output reg [19:0] unpacked_bcd,   
  output reg [11:0] packed_bcd     
);
  localparam FOUR = 4;           
  localparam THREE = 3;          
  localparam ZERO = 4'b0000;     
  reg [19:0] scratch_pad;         
  reg [19:0] scratch_pad_temp;    
  integer i, j;                   
  always @(*) begin
    scratch_pad = {12'b0, binary_in};  
    scratch_pad_temp = 20'b0;          
    for (i = 0; i < 8; i = i + 1) begin   
      for (j = 0; j < 3; j = j + 1) begin   
        case (j)
          2'b00: if (scratch_pad[19:16] > FOUR) scratch_pad[19:16] = scratch_pad[19:16] + THREE;  
          2'b01: if (scratch_pad[15:12] > FOUR) scratch_pad[15:12] = scratch_pad[15:12] + THREE;  
          2'b10: if (scratch_pad[11:8] > FOUR)  scratch_pad[11:8]  = scratch_pad[11:8]  + THREE;  
        endcase
      end
      scratch_pad = scratch_pad << 1;
    end
    packed_bcd = scratch_pad[19:8];    
    unpacked_bcd = {scratch_pad[19:16], ZERO, scratch_pad[15:12], ZERO, scratch_pad[11:8]};  
  end
endmodule
==> results.txt <==
status: finished, final reports clean
Hold Slack: 3480 ps
Final Critical Period: 8070 ps
starting DRC count in detailed routing: 38
Power per Cell Area: 120 mW/mm^2
largest area contributor in the netlist: buf_4
Initial Util: 0.293
# Cells Yosys: 147
TritonRoute pass-1 iters: 4
Top-area cell share: 0.173
Worst Path Buf+Inv: 5
RSZ-0062 raised after global routing: false
Top-Level Pins: 40
crit path cell chain: clkdlybuf4s50_1 -> inv_1 -> ha_1 -> inv_1 -> ha_1 -> xor2_2 -> a2bb2oi_1 -> o21ai_2 -> a21oi_1 -> nor2_1 -> a31oi_1 -> ha_1 -> inv_1 -> a21oi_1 -> a311oi_1 -> a31oi_1 -> ha_1 -> nor2_1 -> nor3_1 -> a21oi_1 -> o21ai_0 -> clkdlybuf4s50_1
delay-heaviest family, CP: AND-OR/OR-AND gates
net switching power: 0.0559 mW
post-synthesis cell count: 147
RePlAce Congestion: 0.803
largest net degree at the start of global routing: 16
cell area after synthesis: 1000 um^2
layout overhead on the synthesized area: 14.3%
hpwl dp: 1.83 mm
CP max stage delay: 550 ps
chip area: 0.00640 mm^2
final setup TNS: 0 ps
vias in the first global route: 822
DRC: 0
# rows: 21
most frequent CP cell: ha_1
Sw Ratio: 0.407
Static Leak: 0.458 nW
Distinct cells, synth: 50
max-slew violation count: 0
HP Class: in -> out
first-pass GRT wire length: 3.60 mm
CP Data Arrival Time: 6330 ps
VDD IR max: 42.7 uV
yosys stat chip area: 1000 um^2
total number of vias: 973
Crit Path Max Fanout: 10
total gr overflow: 0
CTS Hold Bufs: 0
average routed wire per standard cell: 11.3 um
final worst slack: 630 ps
sequential-to-total area share from yosys stat: 0
Flop pwr share: 0
Core Area: 0.00342 mm^2
Clk network pwr share: 0
CLK BUF: 0
crit share post-route: 0.928
Inserted Diodes: 0
Fmax achieved: 124 MHz
Int Power: 0.0816 mW
Synth Warn #: 1
pre-CTS setup slack: 542 ps
CP max stage cell: clkdlybuf4s50_1
cell with the most instances after synthesis: buf_4
vias per cell: 4.89
share of layout cells above drive strength 1: 0.0654
Finished Layout Cells: 199
WS Path Type: in -> out
final WL: 2.24 mm
Log Warnings: 36
Antenna Nets Post-Route: 0
synth cell count leaders: buf_4, nor2_1, inv_1
register area: 0 um^2
Die Span Y: 80 um
combinational share of power: 1.000
CP Launch Type: primary input
Seq cells: 0
number of port buffers: 25
Mapped Avg Cell Area: 6.80 um^2
Tot Pwr: 0.138 mW
Final Hold Vio Count: 0
Die Wd: 80 um
initial antenna violation count: 0
MaxCap Viol Count: 0
worst endpoint required time: 6960 ps
fillcell total: 386
CP endpoint kind: output pin
final setup fails: 0
Cells after DPL: 199
GRT Util Overall: 0.0629
Area contributors post-synth: buf_4, ha_1, nor2_1
[through the flow]
| step | util | cell area (um^2) |
|---|---|---|
| CTS | 0.332 | 1130 |
| detailed placement | 0.332 | 1130 |
| global route | 0.334 | 1140 |
| finish | 0.334 | 1140 |
| global placement | 0.332 | 1130 |
| floorplan | - | 1040 |
[timing repair]
item	CTS	global route
buffers inserted	0	0
endpoints found under the setup margin	0	6
resized	0	2
[metal layers]
| metal | GRT usage | vias to the layer above | share of wire |
|---|---|---|---|
| li1 | - | 507 | - |
| met1 | 0.0807 | 440 | 0.44 |
| met2 | 0.112 | 26 | 0.48 |
| met3 | 0.0114 | 0 | 0.080 |
| met4 | 0.00176 | 0 | 0 |
| met5 | 0 | - | 0 |
[cells in the final DEF, fill, tap and decap left out, types with 2 or more instances in the layout]
cell,instances
mux2i_1,3
and2_1,3
a211oi_2,2
nand3_1,2
nor2_1,13
nand2_1,7
a21oi_1,9
xnor2_1,2
o221ai_1,2
a22oi_1,2
conb_1,12
nor3_1,6
clkdlybuf4s50_1,25
a21o_1,2
inv_1,10
o21ai_0,9
a31oi_1,2
ha_1,8
a22o_1,3
nor4_1,3
[cell families (layout without fill, tap and decap cells)]
group,after synthesis,count (layout),synth area share
buffers and inverters,41,36,0.259
and+or+nand+nor,42,42,0.209
adders and majority gates,8,8,0.100
other,1,12,0.00375
xor gates and xnor gates,5,5,0.0588
AOI/OAI and AO/OA,46,46,0.328
muxes,4,4,0.0413
[final timing paths]
path,startpoint,endpoint,slack (ps),cells past startpoint
setup / recovery,binary_in[5],packed_bcd[6],630,22
hold / removal,binary_in[0],packed_bcd[0],3480,0
[power groups by stage]
stage | Clock, mW | Sequential [mW] | Combinational (mW)
after CTS | 0 | 0 | 0.140
after global routing | 0 | 0 | 0.154
final | 0 | 0 | 0.138
[final cells by class]
| cell class | count | area, um^2 | area share |
|---|---|---|---|
| repair buffers | 26 | 258 | 0.226 |
| inverters | 10 | 37.5 | 0.0329 |
| multi-input cells | 117 | 790 | 0.691 |
| well taps | 46 | 57.6 | 0.0504 |
No activity file was given, so power comes from the tool's default toggle rates.
